$ cat flow/config.mk
export PLATFORM = sky130hd
export DESIGN_NAME = IF_ID_Latch
export DESIGN_NICKNAME = IF_ID_Latch
export VERILOG_FILES = /design/flow/design.v
export SDC_FILE = /design/flow/constraint.sdc
export NUM_CORES = 4
export LEC_CHECK = 1
export CORE_UTILIZATION = 30
$ cat flow/constraint.sdc
current_design IF_ID_Latch

set clk_period 1.0
set clk_io_pct 0.2

create_clock -name clk0 -period $clk_period [get_ports {clk}]

set non_clock_inputs [all_inputs -no_clocks]
set_input_delay [expr $clk_period * $clk_io_pct] -clock clk0 $non_clock_inputs
set_output_delay [expr $clk_period * $clk_io_pct] -clock clk0 [all_outputs]
$ cat flow/design.v
`timescale 1ns / 1ps
module IF_ID_Latch
(
	input clk,
	input write,
	input [4:0] writeReg,
	input [3:0] readReg0,
	input [3:0] readReg1,
	input [1:0] regToMem,
	input move,
	input immediate,
	input [1:0] quarter,
	input [3:0]ALU_operation,
	input ReadMem,
	input WriteMem,
	input jump_sign,
	input branch,
	output o_write,
	output [4:0] o_writeReg,
	output [3:0] o_readReg0,
	output [3:0] o_readReg1,
	output [1:0] o_regToMem,
	output o_move,
	output o_immediate,
	output [1:0] o_quarter,
	output [3:0] o_ALU_operation,
	output o_ReadMem,
	output o_WriteMem,
	output o_jump_sign,
	output o_branch,
	input hazard_detected
 );
 reg _write, _move, _immediate, _ReadMem, _WriteMem, _jump_sign, _branch, __write, __move, __immediate, __ReadMem, __WriteMem, __jump_sign, __branch;
 reg [3:0]  _readReg0, _readReg1, _ALU_operation, __readReg0, __readReg1, __ALU_operation;
 reg [4:0] _writeReg,__writeReg;
 reg [1:0] _regToMem, __regToMem,__quarter,_quarter;
 integer _dynamic_count;
 integer _cycle_count;
 initial begin
 _dynamic_count = 0;
 _cycle_count = 0;
 end
 assign o_write 			= 	__write;
 assign o_writeReg 		= 	__writeReg;
 assign o_readReg0 		= 	__readReg0; 
 assign o_readReg1 		= 	__readReg1;
 assign o_regToMem 		= 	__regToMem;
 assign o_move 			= 	__move;
 assign o_immediate 		= 	__immediate;
 assign o_quarter 		= 	__quarter;
 assign o_ALU_operation	=	__ALU_operation;
 assign o_ReadMem			=	__ReadMem;
 assign o_WriteMem		=	__WriteMem;
 assign o_jump_sign     =  __jump_sign;
 assign o_branch        =  __branch;
 always @(negedge clk) begin
	if(hazard_detected)
		begin
			_cycle_count   = _cycle_count + 1;
			_write			= 0;
			_move				= 0;
			_immediate		= 0;
			_quarter			= 0;
			_ReadMem			= 0;
			_WriteMem		= 0;
			_writeReg		= 5'b11111;
			_readReg0		= 0;
			_readReg1		= 0;
			_ALU_operation	= 0;
			_regToMem      = 0;
			_jump_sign     = 0;
			_branch        = 0;
		end
	else
		begin
		   _cycle_count   = _cycle_count + 1;
		 	_dynamic_count = _dynamic_count + 1;
			_write			= write;
			_move				= move;
			_immediate		= immediate;
			_quarter			= quarter;
			_ReadMem			= ReadMem;
			_WriteMem		= WriteMem;
			_writeReg		= writeReg;
			_readReg0		= readReg0;
			_readReg1		= readReg1;
			_ALU_operation	= ALU_operation;
			_regToMem      = regToMem;
			_jump_sign     = jump_sign;
			_branch        = branch;
		end
 end
 always @(posedge clk) begin
		__write			= _write;
		__move			= _move;
		__immediate		= _immediate;
		__quarter		= _quarter;
		__ReadMem		= _ReadMem;
		__WriteMem		= _WriteMem;
		__writeReg		= _writeReg;
		__readReg0		= _readReg0;
		__readReg1		= _readReg1;
		__ALU_operation= _ALU_operation;
		__regToMem     = _regToMem;
		__jump_sign    = _jump_sign;
		__branch       = _branch;
 end
endmodule
$ cat flow/run.sh
#!/bin/bash
# OpenROAD 26Q1-2900-gdf79404cd8, Yosys 0.63+post, stock flow scripts
make -C /OpenROAD-flow-scripts/flow DESIGN_CONFIG=/design/flow/config.mk WORK_HOME=/design/flow/orfs finish
==> results.toml <==
# generated from flow reports
[status]
status = "completed"

[cells_and_area]
fin_cells = 234
synthToLayoutAreaGrowth_pct = 57.3
drive_above_1_share_pct = 27.2
nFillCells = 374

[route]
highest_layer = "met4"
drc = 0
wl_met2_um = 1030
drt_iter0_drc = 45
vias = 823
drt-pass1-iter-count = 4
n_antenna_cell = 0
ant_nets = 0
wl_per_cell_um = 9.69
met3WireLength_um = 199
viasPerCell = 3.52
wl_met1_um = 983
drt_wl_total_um = 2270

[global_route]
grt_pass1_wl_um = 3060
antenna_found_initial = 0
grt_overflow_total = 0
grt_pass1_vias = 703
grt_usage_pct = 9.21
grt_max_degree = 18

[sta]
slew_headroom_pct = 93.5
hold_violations = 0
rsz0062_at_grt = "false"
finalMaxSlewViolations = 0
finalSetupViolations = 0
clock_skew_ns = 0.0612
tightest_slew_ns = 0.0971
whs_ns = 0.568

[logic_synthesis]
topCellsByArea = "dfxtp_1 85%, nor2b_1 8.0%, and2b_1 3.4%, or2_1 2.4%, buf_6 0.85%"
syn_area_mm2 = 0.00133
ys_seq_elements = 56
synthArstFlopShare_pct = 0
synth.most_common_cell = "dfxtp_1"
avgSynthCellArea_um2 = 15.2
top_cells_by_count = "56 x dfxtp_1, 17 x nor2b_1, 6 x and2b_1"
synth_chip_area_mm2 = 0.00133
ys.flop_type = "dfxtp_1"
yosys.area.top_type = "dfxtp_1"
yosys-stat-cells = 87
synth_cells = 87
ys_warn_count = 1
top_cell_area_share_pct = 84.5
synth_cell_types = 7
seq_area_frac_synth_pct = 84.5
edf_count = 0

[critical_path]
startpoint = "readReg0[0]"
path_buffers = 1
cp_cell_sequence = "clkdlybuf4s50_1, nor2b_2"
cp.required_ns = 0.75
crit_arrival_ns = 0.75
crit_path_max_fanout = 1
path_delay_family = "buffers and inverters"
end_kind = "flop"
critPathSlowestCell = "clkdlybuf4s50_1"
critPathLaunchType = "input port"
reg2reg_from = "_writeReg[4]"
crit_type = "input port to flop"
critPathMaxStageDelay_ns = 0.40

[power]
p_per_area_mw_per_mm2 = 2010
power_leakage_nw = 1.08
peakVddDrop_mv = 0.928

[cts]
clk_pin_slew_worst_paths_ns = 0.04
clk_path_buf_depth = 2
insertion_delay_ns = 0.36
tritoncts = "built"
cts_root_buf = "clkbuf_8"
cts.sinks = 56
ctsHtreeMaxLevel = 2
cts-buffers-inserted = 5

[die]
die-width_um = 68.5
core_util_floorplan_pct = 32.2
die_area_mm2 = 0.00469
io_pins = 58
rows = 23
coreArea_mm2 = 0.00412
die_h_um = 68.5

[worst_hold_path]
hold_class = "input port to flop"
min_from = "quarter[1]"

[place]
io_buffers = 57
dp_cells = 195
gp_congestion = 0.687
hpwl_um = 1590

[job]
cap_violations = 0
warning_count = 54
[power by group]
part	total, mW	internal [mW]	switching, mW
clock	1.57	0.646	0.928
sequential	2.38	2.36	0.0224
combinational	0.236	0.180	0.0560
[per-layer routing]
| metal | vias to the layer above | global-route usage, % |
|---|---|---|
| met4 | 0 | 1.82 |
| met3 | 5 | 3.67 |
| met5 | - | 0 |
| li1 | 449 | - |
| met1 | 334 | 12.5 |
| met2 | 35 | 14.2 |
[logic make-up (layout without fill, tap and decap cells)]
logic type,Yosys count,in the layout,share of synthesized area (%)
buffers and inverters,3,100,1.70
and+or+nand+nor,28,28,13.8
DFF,56,56,84.5
[sequential cells by signal, summed over array words and instances, names as in the netlist, 2 cells and up]
| name | cells |
|---|---|
| __readReg1 | 4 |
| __regToMem | 2 |
| __readReg0 | 4 |
| __ALU_operation | 4 |
| _readReg0 | 4 |
| _ALU_operation | 4 |
| _quarter | 2 |
| __quarter | 2 |
| _regToMem | 2 |
| __writeReg | 5 |
| _readReg1 | 4 |
| _writeReg | 5 |
[worst paths after layout]
kind | endpoint | slack, ns | cells past startpoint
worst min-delay path | _quarter[1] | 0.57 | 2
worst max register to register | __writeReg[4] | 0.06 | 0
worst min register to register | __readReg1[2] | 0.86 | 0
worst max-delay path | _readReg0[0] | 0.0004 | 2
[per-stage QoR]
stage          instance area [um2]  setup WS (ns)  TNS, ns  util [%]  power (mW)
2_1_floorplan                 1330         -0.112   -0.560         -        2.64
3_3_place_gp                  1980         -0.637   -16.37      48.0        2.88
3_5_place_dp                  1980         -0.669   -16.86      48.0        2.89
4_1_cts                       2130       0.000242        0      51.7        4.26
5_1_grt                       2090        0.00711        0      50.7        4.46
6_report                      2090       0.000416        0      50.7        4.19
[area by class of cell]
cell class	instances	area, um2	share of cell area [%]
clock buffer	6	72.6	3.48
clock inverter	30	119	5.70
tap	50	62.6	3.00
timing repair buffer	64	512	24.5
multi-input combinational	28	193	9.24
sequential	56	1130	54.0
[what timing repair did]
action,in CTS,in global routing
hold buffers,0,0
pin swaps,4,1
gates resized,88,27
endpoints found under the setup margin,56,22
setup buffers,4,0
hold endpoints to repair,0,0
[cell usage in the layout, fill, tap and decap left out, drive strengths merged]
cell | synthesis | routed
and2b | 6 | 6
buf | 2 | 22
clkbuf | 0 | 20
clkdlybuf4s50 | 0 | 16
clkinv | 0 | 1
dfxtp | 56 | 56
dlygate4sd2 | 0 | 7
dlymetal6s2s | 0 | 5
inv | 1 | 29
nor2b | 17 | 17
or2 | 5 | 5
Power is estimated from default activity; no workload was simulated.
