File: flow/config.mk
export PLATFORM = sky130hd
export DESIGN_NAME = Fetch_Unit
export DESIGN_NICKNAME = Fetch_Unit
export VERILOG_FILES = /design/flow/design.v
export SDC_FILE = /design/flow/constraint.sdc
export NUM_CORES = 4
export LEC_CHECK = 1
export CORE_UTILIZATION = 30
File: flow/run.sh
#!/bin/bash
# OpenROAD 26Q1-2900-gdf79404cd8, Yosys 0.63+post, stock flow scripts
make -C /OpenROAD-flow-scripts/flow DESIGN_CONFIG=/design/flow/config.mk WORK_HOME=/design/flow/orfs finish
File: flow/design.v
`timescale 1ns / 1ps
module Fetch_Unit (
				input clk,
				input init,
				input halt,
				input [15:0] pc_in,
				output [15:0] pc_out,
				output [8:0] fetched_instruction,
				input branch,
				input taken,
				input jump_sign,
				input [15:0] target,
				input pc_write
			);
reg [15:0] next_pc = 0;
reg initialized;
initial 
begin
	next_pc = 0;
	initialized = 0;
end
assign pc_out = next_pc;
InstructionROM2 rom(
	.clk(clk),
	.pc(pc_out),
	.instruction(fetched_instruction)
);
always @(posedge clk)
begin
	if(init && !initialized)
	begin
		next_pc = 0;
		initialized = 1;
	end
	if(pc_write)   
	begin
		if (branch == 1 && taken == 1)
		begin
			if(jump_sign)
			begin
				next_pc = next_pc + target - 1;  
			end
			else
			begin
				next_pc = next_pc - target - 1;
			end
		end
		else
		begin
			next_pc = pc_in + 1;
		end
	end
	if(halt)
	begin
		next_pc = -1;
	end
end
endmodule
`timescale 1ns / 1ps
module InstructionROM2(
	input clk,
   input [15:0]pc, 
	output [8:0] instruction);
reg [8:0]_instOut;
assign instruction = _instOut;
parameter
		add			= 5'b00000,
		sub    		= 5'b00001,
		mv				= 5'b00010,
		mvToAdr    	= 5'b00011,
		mvAdr			= 5'b00100,
		rsAdr			= 5'b00101,
		seti			= 5'b00110,
		mvMath		= 5'b00111,
		mvToMath		= 5'b01000,
		mathToAdr	= 5'b01001,
		setReg		= 5'b01010,
		setCnt		= 5'b01011,
		mvCnt		   = 5'b01100,
		mvToCnt		= 5'b01101,
		rsCnt			= 5'b01110,
		be				= 5'b01111,
		bne			= 5'b10000,
		bez			= 5'b10001,
		bltz		   = 5'b10010,
		bgte			= 5'b10011,
		evu			= 5'b10100,
		evl			= 5'b10101,
		ld				= 5'b10110,
		st		   	= 5'b10111,
		jump			= 5'b11000,
		zeroReg		= 5'b11001,
		halt			= 5'b11010,
		toBeDefined	= 5'b11011;
always @ (*)
begin
    case(pc)
	     0:  begin _instOut={toBeDefined, 4'b0000}; end
        1:  begin _instOut={seti,			4'b0000}; end
        2:  begin _instOut={mathToAdr,		4'b0000}; end
		  3:  begin _instOut={zeroReg,		4'b0000}; end
		  4:  begin _instOut={ld,				4'b0010}; end
		  5:  begin _instOut={mv,				4'b1001}; end
		  6:  begin _instOut={seti,			4'b0001}; end
		  7:  begin _instOut={sub,				4'b0110}; end
		  8:  begin _instOut={mv,				4'b1011}; end
		  9:  begin _instOut={rsAdr,			4'b0001}; end
		  10: begin _instOut={seti,			4'b1000}; end
		  11: begin _instOut={mathToAdr,		4'b0000}; end
		  12: begin _instOut={seti,			4'b0001}; end
		  13: begin _instOut={mathToAdr,		4'b0100}; end
		  14: begin _instOut={bez,				4'b1100}; end		
		  15: begin _instOut={rsAdr,			4'b0001}; end
		  16: begin _instOut={seti,			4'b1001}; end
		  17: begin _instOut={mathToAdr,		4'b0000}; end
		  18: begin _instOut={bez,				4'b1000}; end
		  19: begin _instOut={mvToMath,		4'b0000}; end
		  20: begin _instOut={add,				4'b0100}; end
		  21: begin _instOut={seti,			4'b0001}; end
		  22: begin _instOut={sub,				4'b1010}; end
		  23: begin _instOut={rsAdr,			4'b0000}; end
		  24: begin _instOut={seti,			4'b1011}; end
		  25: begin _instOut={mathToAdr,		4'b0000}; end
		  26: begin _instOut={jump,			4'b0000}; end
		  27: begin _instOut={mv,				4'b0001}; end
		  28: begin _instOut={zeroReg,		4'b0000}; end
		  29: begin _instOut={seti,			4'b0001}; end
		  30: begin _instOut={sub,				4'b1111}; end
		  31: begin _instOut={mv,				4'b1110}; end
		  32: begin _instOut={rsAdr,			4'b0000}; end
		  33: begin _instOut={seti,			4'b1100}; end
		  34: begin _instOut={mathToAdr,		4'b0000}; end
		  35: begin _instOut={seti,			4'b0001}; end
		  36: begin _instOut={mathToAdr,		4'b0100}; end
		  37: begin _instOut={jump,			4'b0000}; end
		  38: begin _instOut={rsAdr,			4'b0001}; end
		  39: begin _instOut={seti,			4'b1111}; end
		  40: begin _instOut={mathToAdr,		4'b0000}; end
		  41: begin _instOut={zeroReg,		4'b0000}; end
		  42: begin _instOut={st,				4'b0001}; end		  
        default: begin _instOut={halt,			4'b0000}; end  
    endcase
end
endmodule
File: flow/constraint.sdc
current_design Fetch_Unit

set clk_period 12.4
set clk_io_pct 0.2

create_clock -name clk0 -period $clk_period [get_ports {clk}]

set non_clock_inputs [all_inputs -no_clocks]
set_input_delay [expr $clk_period * $clk_io_pct] -clock clk0 $non_clock_inputs
set_output_delay [expr $clk_period * $clk_io_pct] -clock clk0 [all_outputs]
==> impl_metrics.toml <==
# yosys + openroad results
[yosys]
top_cells_by_area = "ha_1, dfxtp_1, inv_1, nor2_1, xnor2_1"
syn_inst = 560
largest_area_cell = "ha_1"
edf_count = 1
ys.flops = 17
ys_seq_share_pct = 9.349
ys_types = 64
ff_type = "dfxtp_1"
synth_warnings = 2
syn_avg_cell_area_um2 = 6.692
ys_cells = 560
synth_area_um2 = 3747
top_cell_area_share_pct = 17.03
async_flop_share_pct = 0
yosys-stat-area_um2 = 3747

[hold_path]
whs_path_depth = 2
hold_path.class = "register to register"

[detailed_routing]
drc = 0
first_iter_violations = 353
vias = 3949
drt_wl_total_um = 10940
antenna_violating_nets_post_route = 0
diodes = 0
viasPerCell = 5.089
drtPass1Iterations = 5
wl_per_cell_um = 14.09

[grt]
grt_pass1_wl_um = 18040
gr-total-overflow = 0
antenna_found_initial = 0
grtUsageTotal_pct = 17.42
grt_max_degree = 29
grt_pass1_vias = 3665

[layout]
drive_gt1_share_pct = 2.796
syn_to_final_growth_pct = 23.00
stdcell_area_um2 = 4609
fillers = 1331

[place]
place.gp.congestion = 0.9462
port_buffers = 63
postPlaceCellArea_um2 = 4531
dpl.hpwl_um = 8944

[pwr]
leakage_nw = 2.005
cellPowerDensity_nw_per_um2 = 82.81
vdd_drop_max_v = 0.00004706
totalPowerFinal_w = 0.0003817

[clock_network]
cts.sinks = 17
cts_resized = 0
cts_hold_buf = 0
root_buffer = "clkbuf_16"
cts_tree = "built"
clock_latency_ps = 250
clkTransAtPathRegs_ps = 60
cts_max_level = 1
cts_buffers = 3
cts_setup_buffers = 0
clk_path_buf_depth = 2

[die]
fp.dieW_um = 113.8
coreArea_um2 = 12110
top_level_ports = 64
dieArea_um2 = 12940
placementRows = 40
fp_util_pct = 30.94
dieHeight_um = 113.8

[flow_run]
maxCapViolations = 0
tool_warnings = 47

[sta]
skew_ps = 5.508
slew-limit-headroom_pct = 40.06
hold_viol = 0
setup_tns_ps = 0
fmax_mhz = 171.1
period_used_pct = 47.14
drv_slew = 0
setup_viol = 0
rsz0062_at_grt = "no"
max_slew.worst_pin.slew_ps = 887.5
timing.final.crit_period_ps = 5846

[setup_path]
cp-end-kind = "register"
path_cells = "clkdlybuf4s50_1 -> nand2b_1 -> nand2_1 -> ha_1 -> inv_1 -> ha_1 -> a21o_1 -> a31o_1 -> a221o_1 -> or3_1 -> a31oi_1 -> xnor2_1 -> o21ai_1"
crit_type = "input port to register"
critPathMaxFanout = 17
max_stage_delay_ps = 520
required_ps = 12540
critPathMostFrequentCell = "ha_1"
arrival_ps = 5980
slowest_stage = "nand2b_1"
start_kind = "input port"
r2r_cells = 12

[outcome]
status = "finished clean"
-- state kept, by name (all words and copies together), names as in the netlist --
signal / flops
initialized: 1
next_pc: 16
-- metal layers --
| metal | part of all wire (%) | up-vias | GRT usage, % |
|---|---|---|---|
| met5 | 0 | - | 0 |
| met3 | 4.4 | 6 | 1.570 |
| met2 | 46 | 111 | 29.43 |
| li1 | - | 2048 | - |
| met1 | 49 | 1784 | 25.20 |
| met4 | 0.85 | 0 | 1.404 |
-- cells in the mapped netlist (all sizes together) (11+ instances only) --
cell,instances
inv,74
nor2,65
nand2,52
ha,51
a21oi,38
o21ai,26
xnor2,26
clkbuf,18
nor3,18
nand3,17
dfxtp,16
xor2,16
a211o,11
-- cells by family (layout without fill, tap and decap cells) --
family                   Yosys count  after routing  share of synthesized area, %
AND-OR/OR-AND                    145            145                         26.18
adder cells (fa/ha/maj)           54             54                         18.36
buffers and inverters             98            146                         9.849
other                              1              1                        0.1001
AND/OR/NAND/NOR                  199            199                         25.01
multiplexers                       4              4                         1.135
XOR/XNOR                          42             42                         10.02
flip-flops                        17             17                         9.349
-- metrics by stage --
stage / util (%) / hold slack (ps) / instances / setup WS, ps
after floorplan: - / 476.5 / 560 / 7004
after global placement: 37.41 / 551.2 / 772 / 6352
after detailed placement: 37.41 / 552.3 / 772 / 6289
after CTS: 38.06 / 560.1 / 776 / 6544
after global routing: 38.06 / 589.9 / 776 / 6222
final: 38.06 / 552.9 / 776 / 6554
-- critical path: cells and delay by family --
family / cells / cell delay, ps
AOI/OAI and AO/OA: 5 / 1050
adders and majority gates: 2 / 700
buffers and inverters: 2 / 470
xor gates and xnor gates: 1 / 160
and+or+nand+nor: 3 / 1100
-- area by class of cell --
cell class / instances / area, um^2 / area share [%]
clock buffer: 4 / 78.83 / 1.710
inverter: 75 / 281.5 / 6.107
multi-input combinational: 445 / 3028 / 65.69
sequential: 17 / 350.3 / 7.600
tap: 168 / 210.2 / 4.560
timing repair buffer: 67 / 660.6 / 14.33
-- worst paths after layout --
path               startpoint  slack [ps]           to
setup / recovery         init        6550   next_pc[8]
hold / removal    next_pc[14]         550  next_pc[14]
setup reg to reg  initialized        8830   next_pc[8]
hold reg to reg   next_pc[14]         550  next_pc[14]
-- power breakdown --
| group | switching [W] | internal, W |
|---|---|---|
| clock network | 0.0000230 | 0.0000437 |
| registers | 0.0000110 | 0.0000608 |
| logic | 0.000134 | 0.000109 |
| total | 0.000168 | 0.000214 |
-- cells in the final DEF (no fill, tap or decap), drive strengths merged, types with 11 or more instances in the layout --
| master | synthesis | routed |
|---|---|---|
| a211o | 11 | 11 |
| a21oi | 38 | 38 |
| clkdlybuf4s50 | 0 | 63 |
| dfxtp | 16 | 16 |
| ha | 51 | 51 |
| inv | 74 | 74 |
| nand2 | 52 | 52 |
| nand3 | 17 | 17 |
| nor2 | 65 | 65 |
| nor3 | 18 | 18 |
| o21ai | 26 | 26 |
| xnor2 | 26 | 26 |
| xor2 | 16 | 16 |
No activity file was given, so power comes from the tool's default toggle rates.
