==> flow/design.v <==
`timescale 1ns / 1ps
module Regfile
(input clk,
 input write,
 input [4:0] writeReg,
 input [15:0] writeData,
 input [3:0] readReg0,
 output [15:0] readData0,
 input [3:0] readReg1,
 output [15:0] readData1,
 input [1:0] regToMem,
 output [15:0] dataToMem,
 input move,
 input immediate,
 output [15:0] target,
 input [1:0] quarter,
 input [3:0]ALU_operation,
 output taken
 );
 reg[15:0] reg0=0, reg1=0, reg2=0, reg3=0, adr=0, math=0, cmp=0, cnt=0, _writeData=0, _writeReg=0;
 reg _taken;
 assign readData0 = immediate == 1 ? readReg0 :
						  readReg0 == 0 ? reg0 :
						  readReg0 == 1 ? reg1 :
						  readReg0 == 2 ? reg2 :
						  readReg0 == 3 ? reg3 :
						  readReg0 == 4 ? adr  :
						  readReg0 == 5 ? math :
						  readReg0 == 6 ? cmp  :
						  readReg0 == 7 ? cnt  : 0;
 assign readData1 = immediate== 1 ? 0    :
						  move	  == 1 ? 0    :
						  readReg1 == 0 ? reg0 :
						  readReg1 == 1 ? reg1 :
						  readReg1 == 2 ? reg2 :
						  readReg1 == 3 ? reg3 :
						  readReg1 == 4 ? adr  :
						  readReg1 == 5 ? math :
						  readReg1 == 6 ? cmp  :
						  readReg1 == 7 ? cnt  : 0;	
assign dataToMem =  regToMem == 0 ? reg0 :
						  regToMem == 1 ? reg1 :
						  regToMem == 2 ? reg2 :
						  regToMem == 3 ? reg3 : 0;
assign target   = adr;
assign taken 	  = _taken;
parameter
		gte			= 4,
		ltz			= 5,
		ez				= 6,
		eq				= 7,
		ne				= 8;
always @(*) begin
	_writeData = writeData;
	_writeReg = writeReg;
	case(ALU_operation)
		gte: begin
			if(readData0 >= readData1)
			begin
				_taken <= 1;
			end
			else
			begin
				_taken <= 0;
			end
		end
		ltz: begin
			if(readData0[15] == 1)   
			begin
				_taken <= 1;
			end
			else
			begin
				_taken <= 0;
			end
		end
		ez: begin
			if(readData0 == 0)
			begin
				_taken <= 1;
			end
			else
			begin
				_taken <= 0;
			end
		end
		eq: begin
			if(readData0 == readData1)
			begin
				_taken <= 1;
			end
			else
			begin
				_taken <= 0;
			end
		end
		ne: begin
			if(readData0 != readData1)
			begin
				_taken <= 1;
			end
			else
			begin
				_taken <= 0;
			end
		end
		default: begin _taken <= 0; end
	endcase
	if (write)
	begin
		case (_writeReg)
			3'b000: begin
				case(quarter)
					0: begin reg0[3:0]	= _writeData[3:0]; end
					1: begin reg0[7:4] 	= _writeData[3:0]; end
					2: begin reg0[11:8] 	= _writeData[3:0]; end
					3: begin reg0[15:12] = _writeData[3:0]; end
					default: begin reg0 			= _writeData; end
				endcase
			end
			3'b001: begin
				case(quarter)
					0: begin reg1[3:0]	= _writeData[3:0]; end
					1: begin reg1[7:4] 	= _writeData[3:0]; end
					2: begin reg1[11:8] 	= _writeData[3:0]; end
					3: begin reg1[15:12] = _writeData[3:0]; end
					default: begin reg1 = _writeData; end
				endcase
			end
			3'b010: begin
				case(quarter)
					0: begin reg2[3:0]	= _writeData[3:0]; end
					1: begin reg2[7:4] 	= _writeData[3:0]; end
					2: begin reg2[11:8] 	= _writeData[3:0]; end
					3: begin reg2[15:12] = _writeData[3:0]; end
					default: begin reg2 = _writeData; end
				endcase
			end
			3'b011: begin
				case(quarter)
					0: begin reg3[3:0]	= _writeData[3:0]; end
					1: begin reg3[7:4] 	= _writeData[3:0]; end
					2: begin reg3[11:8] 	= _writeData[3:0]; end
					3: begin reg3[15:12] = _writeData[3:0]; end
					default: begin reg3 = _writeData; end
				endcase
			end
			3'b100: begin
				case(quarter)
					0: begin adr[3:0]	= _writeData[3:0]; end
					1: begin adr[7:4] 	= _writeData[3:0]; end
					2: begin adr[11:8] 	= _writeData[3:0]; end
					3: begin adr[15:12] = _writeData[3:0]; end
					default: begin adr = _writeData; end
				endcase
			end
			3'b101: begin
				case(quarter)
					0: begin math[3:0]	= _writeData[3:0]; end
					1: begin math[7:4] 	= _writeData[3:0]; end
					2: begin math[11:8] 	= _writeData[3:0]; end
					3: begin math[15:12] = _writeData[3:0]; end
					default: begin math = _writeData; end
				endcase
			end
			3'b110: begin
				case(quarter)
					0: begin cmp[3:0]	= _writeData[3:0]; end
					1: begin cmp[7:4] 	= _writeData[3:0]; end
					2: begin cmp[11:8] 	= _writeData[3:0]; end
					3: begin cmp[15:12] = _writeData[3:0]; end
					default: begin cmp = _writeData; end
				endcase
			end
			3'b111: begin
				case(quarter)
					0: begin cnt[3:0]	= _writeData[3:0]; end
					1: begin cnt[7:4] 	= _writeData[3:0]; end
					2: begin cnt[11:8] 	= _writeData[3:0]; end
					3: begin cnt[15:12] = _writeData[3:0]; end
					default: begin cnt = _writeData; end
				endcase
			end
		endcase
	end
end
endmodule
==> flow/run.sh <==
#!/bin/bash
# OpenROAD 26Q1-2900-gdf79404cd8, Yosys 0.63+post, stock flow scripts
make -C /OpenROAD-flow-scripts/flow DESIGN_CONFIG=/design/flow/config.mk WORK_HOME=/design/flow/orfs finish
==> flow/config.mk <==
export PLATFORM = sky130hd
export DESIGN_NAME = Regfile
export DESIGN_NICKNAME = Regfile
export VERILOG_FILES = /design/flow/design.v
export SDC_FILE = /design/flow/constraint.sdc
export NUM_CORES = 4
export LEC_CHECK = 1
export CORE_UTILIZATION = 30
==> flow/constraint.sdc <==
current_design Regfile

set clk_period 8.4
set clk_io_pct 0.2

create_clock -name clk0 -period $clk_period

set non_clock_inputs [all_inputs -no_clocks]
set_input_delay [expr $clk_period * $clk_io_pct] -clock clk0 $non_clock_inputs
set_output_delay [expr $clk_period * $clk_io_pct] -clock clk0 [all_outputs]
==> results.json <==
{
  "min-delay-start": "readReg0[0]",
  "gp_congestion": 0.941,
  "min_to": "readData0[13]",
  "crit_required_ps": 6720,
  "setup_viol": 0,
  "crit_family": "buffers and inverters",
  "postCtsSetupRepairBufs": 0,
  "ys_cells": 590,
  "antenna_found_initial": 0,
  "use_met3_pct": 5.82,
  "crit_arrival_ps": 5560,
  "crit_type": "primary input to output port",
  "die_area_um2": 18700,
  "syn_to_final_growth_pct": 20.5,
  "ys_types": 65,
  "end_kind": "output port",
  "vias": 4996,
  "p_sw_share_pct": 45.8,
  "hpwl_um": 14300,
  "p_int_w": 0.000162,
  "warnings": 45,
  "layout_min_cycle_time_ps": 7240,
  "edf_count": 0,
  "met2_usage_pct": 31.0,
  "final.fill_count": 1731,
  "status": "finished, final reports clean",
  "num_rows": 48,
  "cp_max_fo": 17,
  "cts_resized": 0,
  "ios": 106,
  "slew_headroom_pct": 52.5,
  "antenna_cells": 0,
  "unclocked_pins": 128,
  "routedWlPerCell_um": 20.6,
  "routed_via_density": 5.63,
  "path_cells": "clkdlybuf4s50_1 > buf_4 > mux4_2 > nor2_1 > a211oi_1 > o221ai_1 > ha_1 > nor2b_1 > o21a_1 > o21a_1 > o21ai_0 > a211o_1 > a31oi_1 > a311o_1 > clkdlybuf4s50_1",
  "path_buffers": 3,
  "gr-usage-met1_pct": 29.9,
  "netlist_instances": 590,
  "drtPass1Iterations": 5,
  "die_w_um": 137,
  "untimed_endpoints": 144,
  "drive_gt1_share_pct": 11.5,
  "io_buffers": 93,
  "p_total_w": 0.000298,
  "track_usage_pct": 20.4,
  "hold_viol": 0,
  "ys.warnings.count": 1,
  "finalCritPeriodShare_pct": 86.2,
  "finalMaxSlewViolations": 0,
  "drt_iter0_markers": 444,
  "p_sw_w": 0.000137,
  "worst_pin_slew_ps": 712,
  "power.density_nw_per_um2": 45.5,
  "cap_violations": 0,
  "hold_depth": 4,
  "crit_path_max_incr_delay_ps": 760,
  "cp_slowest_cell": "clkdlybuf4s50_1",
  "ys_ff": 128,
  "holdBufCountCts": 0,
  "lay_top_count": "dlxtn_1",
  "synth_top_flop_cell": "dlxtn_1",
  "fp_util_pct": 31.1,
  "yosys_area_um2": 5440,
  "lay_top_cells": "dlxtn_1, clkdlybuf4s50_1, nand2_1, mux4_2, nor2_1",
  "p_comb_share_pct": 79.5,
  "setup_tns_ps": 0,
  "grt_pass1_wl_um": 27500,
  "grt_most_used_layer": "met2",
  "p_seq_share_pct": 20.5,
  "synth_area_um2": 5440,
  "hp-class": "primary input to output port",
  "p_leak_nw": 2.74,
  "startpoint_type": "primary input",
  "drc": 0,
  "grt_pass1_vias": 4730,
  "ant_nets": 0,
  "rsz0062_at_grt": "false",
  "irDropWorstVdd_uv": 18.6,
  "wirelength_um": 18300,
  "overflow": 0,
  "synthArstFlopShare_pct": 0,
  "p_clk_share_pct": 0,
  "avgSynthCellArea_um2": 9.22,
  "grt_max_degree": 37,
  "die_y_um": 137,
  "fmax_mhz": 138,
  "core_um2": 17500
}
## how the worst max path moves through the flow
| stage | from | to | slack [ps] | cells after the start |
|---|---|---|---|---|
| 6_report | readReg1[0] | taken | 1160 | 15 |
| 5_1_grt | readReg1[0] | taken | 860 | 14 |
| 4_1_cts | readReg1[0] | taken | 1100 | 15 |
## final cells by class
class	instances	area, um^2	share of cell area [%]
Inverter	26	97.6	1.49
Sequential cell	128	1920	29.3
Timing Repair Buffer	112	1060	16.2
Multi-Input combinational cell	397	3190	48.7
Tap cell	225	282	4.29
## layer usage
metal,share of wire (%),wire [um]
met1,44,7970
met2,45,8150
met3,10,1850
met4,1.7,318
met5,0,0
## flip-flops by register name (all words and copies together), names as in the netlist
name and flops:
reg3 16, adr 16, reg1 16, reg2 16, math 16, reg0 16
cnt 16, cmp 16
## cells by family (layout without fill, tap and decap cells)
group	Yosys count	in the layout	synth area share (%)
latches	128	128	35.3
mux	70	70	22.1
compound gates	129	129	16.6
fa+ha+maj	16	16	3.68
buf+inv	65	138	6.02
simple gates	182	182	16.3
## Yosys cell counts, types with 12 or more instances
master	n	area share, %
nor2_1	38	2.6
a22oi_1	25	3.4
clkbuf_1	15	1.0
dlxtn_1	128	35
mux2i_1	23	4.2
nand3_1	17	1.6
nand2b_1	12	1.4
nand2_1	69	4.8
mux4_2	39	16
inv_1	26	1.8
ha_1	16	3.7
a21oi_1	32	2.9
## power groups by stage
stage         logic [W]  registers [W]  clock network [W]
finish         0.000237      0.0000610                  0
global route   0.000258      0.0000651                  0
CTS            0.000237      0.0000607                  0
## stage by stage
stage                     hold WS (ps)  area, um^2  setup slack [ps]  cells  utilization, %
final                             4460        6560              1160    888            37.5
after global routing              4510        6560               860    888            37.5
after CTS                         4450        6560              1100    888            37.5
after detailed placement          4440        6560              1120    888            37.5
after global placement            4440        6560              1120    888            37.5
after floorplan                   3460        5440              2500    590               -
Power and IR drop assume default switching activity.
